$ cat /design/flow/constraint.sdc
current_design multiplier

set clk_period 3.7
set clk_io_pct 0.2

create_clock -name clk0 -period $clk_period

set non_clock_inputs [all_inputs -no_clocks]
set_input_delay [expr $clk_period * $clk_io_pct] -clock clk0 $non_clock_inputs
set_output_delay [expr $clk_period * $clk_io_pct] -clock clk0 [all_outputs]
$ cat /design/flow/config.mk
export PLATFORM = sky130hd
export DESIGN_NAME = multiplier
export DESIGN_NICKNAME = multiplier
export VERILOG_FILES = /design/flow/design.v
export SDC_FILE = /design/flow/constraint.sdc
export NUM_CORES = 4
export LEC_CHECK = 1
export CORE_AREA = 10 10 70 70
export DIE_AREA = 0 0 80 80
$ cat /design/flow/run.sh
#!/bin/bash
# OpenROAD 26Q1-2900-gdf79404cd8, Yosys 0.63+post, stock flow scripts
make -C /OpenROAD-flow-scripts/flow DESIGN_CONFIG=/design/flow/config.mk WORK_HOME=/design/flow/orfs finish
$ cat /design/flow/design.v
module ripple_carry_adder(input [3:0] D1,
                          input [3:0] D2,
						  input cin,
						  output [3:0]sum,
						  output cout);
		wire [2:0] carry;
		full_adder  FA1(D1[0],D2[0],cin,sum[0],carry[0]);
		full_adder  FA2(D1[1],D2[1],carry[0],sum[1],carry[1]);
		full_adder  FA3(D1[2],D2[2],carry[1],sum[2],carry[2]);
		full_adder  FA4(D1[3],D2[3],carry[2],sum[3],cout);
endmodule
module full_adder(input a,
                  input b,
				  input cin,
				  output sum,
				  output cout);
	assign sum =a^b^cin;
	assign cout= (a&b)|(cin&(a^b));
endmodule
module halfadder_struct(input a,b,output sum,carry);
 xor G1(sum,a,b);
 and G2(carry,a,b);
endmodule
module multiplier (input [3:0] a,b,
                              output [7:0] y);
	wire [3:0] t0,t1,t2,t3,s;
	wire c1,c2,c3,c4,c5,c6,c7;
	assign t0 = b[0]? a : 4'h0;
	assign t1 = b[1]? a : 4'h0;
	assign t2 = b[2]? a : 4'h0;
	assign t3 = b[3]? a : 4'h0;
	assign y[0] = t0[0];
 halfadder_struct  ha1(t0[1],t1[0],y[1],c1);
 full_adder fa1(t0[2],t1[1],t2[0],s[0],c2);
 add4_bit ad4({t0[3],t1[2],t2[1],t3[0]},s[1],{c4,c3});
 full_adder fa2(t1[3],t2[2],t3[1],s[2],c5);
 full_adder fa3(t2[3],t3[2],c4,s[3],c6);
 ripple_carry_adder rpa1(s,{c5,c3,c2,c1},1'b0,y[5:2],c7);
 full_adder fa4(t3[3],c6,c7,y[6],y[7]);
 endmodule
module add4_bit(a,sum,cout);
 input  [3:0]a;
 output sum;
 output [1:0]cout;
 wire [2:0]t;
  full_adder FA1(a[2],a[1],a[0],t[0],t[1]);
  halfadder_struct HA1(t[0],a[3],sum,t[2]);
  halfadder_struct HA2(t[1],t[2],cout[0],cout[1]);
endmodule 
==> impl_metrics.json <==
{
  "status": "complete, but fails checks",
  "failed_checks": "setup timing",
  "slowest_delay_ps": 490,
  "period_used_pct": 109,
  "netlist.area_leader.share_pct": 40.8,
  "syn2layout_area_growth_pct": 52.5,
  "top_cell": "and2_1",
  "wire_per_inst_um": 8.40,
  "synth_cells": 45,
  "ys_seq_share_pct": 0,
  "path_class": "in -> out",
  "slew_violations": 0,
  "pwr-share-seq_pct": 0,
  "antennaDiodeCount": 0,
  "finalPower_uw": 83.0,
  "finalWirelength_um": 848,
  "p_int_uw": 51.0,
  "drive_above_1_share_pct": 54.5,
  "layout_setup_ws_ps": -344,
  "dr.first_iter.drc_count": 1,
  "arrival_ps": 3300,
  "synthTopCellsByCount": "and2_1, inv_1, fa_1",
  "track_usage_pct": 2.84,
  "vdd.ir_drop.worst_mv": 0.0466,
  "crit_start": "a[2]",
  "ys_warn_count": 0,
  "comb_area_um2": 353,
  "yosysTopAreaCell": "fa_1",
  "drc": 0,
  "floorplan.core_util_pct": 11.5,
  "ys_top_cells_by_area": "fa_1, and2_1, buf_4",
  "hold_viol": 0,
  "worstHoldStart": "b[3]",
  "crit_top_cell": "fa_2",
  "ys_cells": 45,
  "critPathBufInv": 4,
  "hpwl_um": 791,
  "rsz0062_at_grt": "yes",
  "relSlewSlack_pct": 91.2,
  "min_period_ps": 4040,
  "grt_pass1_vias": 361,
  "register_area_um2": 0,
  "switching_power_uw": 32.0,
  "cp_top_family": "adder cells",
  "drt-pass1-iter-count": 2,
  "leakagePower_uw": 0.000265,
  "dieArea_mm2": 0.00640,
  "pin_count": 16,
  "power_density_mw_per_mm2": 139,
  "ff_count": 0,
  "setup_violations": 3,
  "vias": 287,
  "cp-start-kind": "input port",
  "core_area_mm2": 0.00342,
  "gr-total-overflow": 0,
  "path_cells": "buf_8 > and2_4 > fa_2 > ha_4 > ha_4 > fa_1 > inv_2 > fa_2 > inv_2 > fa_2 > buf_2",
  "fill_cells": 394,
  "swShare_pct": 38.6,
  "fmax_mhz": 247,
  "nClkBuffers": 0,
  "worst_path_max_delay_cell": "fa_2",
  "max_cap_viol_count": 0,
  "crit_path_end_kind": "output port",
  "netlist-cell-type-count": 6,
  "antenna_left": 0,
  "port_buffers": 16,
  "rows": 21,
  "worst_slew_pin_slew_ps": 131,
  "place.gp.congestion": 0.747,
  "cp_max_fo": 3,
  "final_util_pct": 17.5,
  "p_clk_share_pct": 0,
  "syn_avg_cell_area_um2": 8.73,
  "grt_max_degree": 5,
  "ys_chip_area_um2": 393,
  "postCtsHoldBufs": 0,
  "required_ps": 2960,
  "antenna_found_initial": 0,
  "synth_area_um2": 393,
  "hold_path_class": "in -> out",
  "grt_pass1_wl_um": 1550,
  "warnings": 35,
  "avgViaCountPerCell": 2.84,
  "die_x_um": 80,
  "pwr-share-comb_pct": 100.0,
  "die_y_um": 80
}
==> cell families (layout without fill, tap and decap cells) <==
family	after synthesis	count (layout)	share of synthesized area, %
simple gates	16	16	23.6
fa+ha+maj	12	12	53.5
buf+inv	17	27	22.9
==> power by group through the flow <==
stage	logic, uW	clock network (uW)	registers (uW)
4_1_cts	83.8	0	0
5_1_grt	97.1	0	0
6_report	83.0	0	0
==> placed cells by master, fill, tap and decap left out <==
master / netlist / final
ha_2: 0 / 1
and2_1: 13 / 9
ha_4: 0 / 2
and2_4: 0 / 4
buf_2: 0 / 5
inv_1: 10 / 3
buf_4: 7 / 2
nand2_1: 3 / 3
ha_1: 4 / 1
buf_6: 0 / 2
dlygate4sd2_1: 0 / 1
fa_1: 8 / 3
clkdlybuf4s50_1: 0 / 5
inv_2: 0 / 7
fa_2: 0 / 5
buf_8: 0 / 2
==> worst min-delay path, cell delays in order <==
cell	delay, ps
buf_2	120
and2_1	160
fa_2	190
buf_2	80
==> metrics by stage <==
stage               cell area [um^2]  setup TNS, ps  cells  hold slack [ps]  worst slack [ps]
CTS                              584           -673    101             2050              -409
detailed placement               583          -3590    100             2500             -1120
global placement                 583          -3570    100             2500             -1110
floorplan                        418           -252     45             1550              -233
finish                           599           -526    101             2040              -344
global route                     599           -820    101             2120              -446
==> final timing paths <==
check	depth (start not counted)	endpoint
hold / removal	4	y[7]
setup / recovery	11	y[6]
==> layer usage <==
layer	part of all wire (%)	track usage [%]	up-vias	wire length [um]
met5	0	0	-	0
met3	3.9	0.455	0	33
li1	-	-	143	-
met4	0	0	0	0
met2	50	5.38	7	426
met1	46	3.45	137	387
==> cell type report <==
| class | instances | area share [%] |
|---|---|---|
| inverter | 10 | 6.26 |
| multi-input combinational | 28 | 58.9 |
| tap | 46 | 9.60 |
| timing repair buffer | 17 | 25.3 |
==> what timing repair did <==
| item | 4_1_cts | 5_1_grt |
|---|---|---|
| buffers inserted | 1 | 0 |
| pin swaps | 3 | 1 |
| setup endpoints to repair | 5 | 4 |
| gates resized | 52 | 5 |
No activity file was given, so power comes from the tool's default toggle rates.
