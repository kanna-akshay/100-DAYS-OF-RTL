<file path="flow/run.sh">
#!/bin/bash
# OpenROAD 26Q1-2900-gdf79404cd8, Yosys 0.63+post, stock flow scripts
make -C /OpenROAD-flow-scripts/flow DESIGN_CONFIG=/design/flow/config.mk WORK_HOME=/design/flow/orfs finish
</file>
<file path="flow/config.mk">
export PLATFORM = sky130hd
export DESIGN_NAME = Counter_mod10_even_odd
export DESIGN_NICKNAME = Counter_mod10_even_odd
export VERILOG_FILES = /design/flow/design.v
export SDC_FILE = /design/flow/constraint.sdc
export NUM_CORES = 4
export LEC_CHECK = 1
export CORE_AREA = 10 10 70 70
export DIE_AREA = 0 0 80 80
</file>
<file path="flow/constraint.sdc">
current_design Counter_mod10_even_odd

set clk_period 1.0
set clk_io_pct 0.2

create_clock -name clk0 -period $clk_period [get_ports {Clk}]

set non_clock_inputs [all_inputs -no_clocks]
set_input_delay [expr $clk_period * $clk_io_pct] -clock clk0 $non_clock_inputs
set_output_delay [expr $clk_period * $clk_io_pct] -clock clk0 [all_outputs]
</file>
<file path="flow/design.v">
module Counter_mod10_even_odd(input MS1,MS2,MR1,MR2,rst,Clk,
                    output [3:0] Q,Qbar);
	IC_7490 IC_7490(MS1,MS2,MR1,MR2,rst,Q[3],Clk,Q,Qbar);
endmodule
module IC_7490(input MS1,MS2,MR1,MR2,rst,CP0_bar,CP1_bar,
               output [3:0] Q,Qbar);
	wire Set,Clr,s;
	nand g1(Set,MS1,MS2);
	nand g2(Clr,MR1,MR2);
	and  g3(s,Q[1],Q[2]);
	JK_ff JK1(1'b1,1'b1,rst,CP0_bar,Set,Clr,Q[0],Qbar[0]);
	JK_ff JK2(Qbar[3],1'b1,rst,CP1_bar,Set,Clr,Q[1],Qbar[1]);
	JK_ff JK3(1'b1,1'b1,rst,Q[1],Set,Clr,Q[2],Qbar[2]);
	SR_ff SR1(s,Q[3],rst,CP1_bar,Set,Clr,Q[3],Qbar[3]);
endmodule	
module JK_ff(input J,K,rst,clk,preset,clear,
          output reg q,
		  output qbar);
always @(negedge clk or negedge rst) 
 begin
   if(!rst)
       q=1'b0;
	else if(!clear)
	   q=1'b0;
	else if(!preset)
	    q=1'b1;
	else 
	  begin
	  case({J,K})
	  0: q=q;
	  1: q=1'b0;
	  2: q=1'b1;
	  3: q=qbar;
	  endcase
   end
 end
    assign qbar=~q;
endmodule 
module SR_ff(input s,r,rst,clk,preset,clear,
          output reg q,
		  output qbar);
always @(negedge clk or negedge rst) 
 begin
   if(!rst)
       q=1'b0;
	else if(!clear)
	   q=1'b0;
	else if(!preset)
	    q=1'b1;
	else 
	  begin
	  case({s,r})
	  0: q=q;
	  1: q=1'b0;
	  2: q=1'b1;
	  3: q=1'bx;
	  endcase
   end
 end
    assign qbar=~q;
endmodule 
</file>
==> results.json <==
{
  "critPathArrivalTime_ns": 1.34,
  "irDropWorstVdd_mv": 0.144,
  "max-cap-violations": 0,
  "routed_wl_um": 604,
  "dp.cells": 77,
  "cp_max_fo": 2,
  "cts_hold_buf": 0,
  "grt_pass1_wl_um": 890,
  "wl_met3_um": 87,
  "diodes": 0,
  "ys.warnings.count": 2,
  "hold_viol_final": 0,
  "wirelength_met1_um": 235,
  "vias_per_cell": 2.17,
  "yosysCellCount": 24,
  "ys_dominant_reg_cell": "dfrtn_1",
  "synth_top_cell_by_area": "dfrtn_1",
  "ys_types": 9,
  "num_io_pins": 14,
  "nFillCells": 408,
  "cts_buffer_depth": 2,
  "ys_ff": 4,
  "async_flop_share_pct": 100,
  "io_buffers": 13,
  "p_leak_nw": 0.179,
  "reg2reg_depth": 4,
  "overflow": 0,
  "syn-instance-count": 24,
  "yosys.stat.seqShare_pct": 44.9,
  "fin_skew_ns": 0.00195,
  "top_layer": "met3",
  "worst_pin_slew_ns": 0.150,
  "fp_util_pct": 6.52,
  "setup_viol": 4,
  "log.warning_count": 28,
  "grt_max_degree": 6,
  "hpwl_um": 523,
  "vias": 180,
  "core-area_um2": 3420,
  "finalWorstSetupSlack_ns": -0.539,
  "top_cell_area_share_pct": 44.9,
  "unclocked_regs": 2,
  "worst_hold_slack_ns": 0.541,
  "top_cells_by_count": "8 x buf_4, 4 x dfrtn_1, 4 x inv_1",
  "ys_area_um2": 223,
  "placed_cell_area_um2": 374,
  "ant_nets": 0,
  "synth_area_um2": 223,
  "violations": "negative setup slack",
  "status": "finished with violations",
  "htreeDepth": 1,
  "grt_setup_unrepaired": "yes",
  "layout-drive-gt1-share_pct": 43.2,
  "slew_viol_final": 0,
  "cts_root_buf": "clkbuf_4",
  "grt_pass1_vias": 195,
  "dr.pass1.iters": 2,
  "combGateArea_um2": 56.3,
  "synth.avg_cell_area_um2": 9.28,
  "endpoint_kind": "output pin",
  "drc_errors": 0,
  "clk_latency_ns": 0.24,
  "r2r-start": "IC_7490.JK2.q",
  "critPathLaunchType": "flop",
  "area_delta_synth_final_pct": 83.1,
  "crit_type": "reg -> out",
  "edf_count": 0,
  "cts_tree": "yes",
  "r2r_slack_ns": 0.06,
  "routedWlPerCell_um": 7.28,
  "regArea_um2": 100,
  "met2_length_um": 281,
  "track_usage_pct": 1.86,
  "topCellsByArea": "dfrtn_1 45%, buf_4 27%, a21oi_1 6.7%, inv_1 6.7%, a21oi_2 3.9%",
  "clk_pin_slew_ns": 0.03,
  "finish.instance_area_um2": 408,
  "slew_headroom_pct": 90.0,
  "final_cells": 83,
  "most_common_cell": "buf_4",
  "gp_congestion": 0.611,
  "antenna_found_initial": 0,
  "min_path_type": "in -> async",
  "cp.required_ns": 0.80,
  "r2r-end": "IC_7490.JK2.q",
  "powerDensity_nw_per_um2": 1030,
  "chipArea_um2": 6400,
  "unconstrained_endpoints": 6,
  "row_count": 21,
  "drt_iter0_drc": 8,
  "die_height_um": 80,
  "die_w_um": 80,
  "cts_made_buffers": 3
}
## cells in the final DEF (no fill, tap or decap), drive strengths merged
cell,instances
a21oi,4
and2,1
buf,9
clkbuf,3
clkdlybuf4s15,3
clkdlybuf4s50,5
dfrtn,4
dlygate4sd2,1
inv,4
nand2,1
nand3b,1
or2,1
## worst max-delay path, stage by stage, from the launching register on
cell,delay (ns)
dfrtn_1,0.42
buf_6,0.11
buf_6,0.07
## where the power goes
part / total, mW / switching (mW) / internal, mW / leakage (nW)
logic: 0.127 / 0.0375 / 0.0891 / 0.117
registers: 0.119 / 0.0128 / 0.107 / 0.0484
clock network: 0.175 / 0.0427 / 0.132 / 0.0138
## through the flow
| step | total power [mW] | setup TNS [ns] | worst slack, ns | utilization, % |
|---|---|---|---|---|
| after floorplan | 0.185 | -1.04 | -0.274 | - |
| after global placement | 0.241 | -3.52 | -0.640 | 11.0 |
| after detailed placement | 0.244 | -3.56 | -0.648 | 11.0 |
| after CTS | 0.442 | -2.16 | -0.566 | 11.9 |
| after global routing | 0.458 | -2.26 | -0.602 | 11.9 |
| final | 0.421 | -2.05 | -0.539 | 11.9 |
## state kept, by name, indices dropped and copies added (netlist names)
| signal | flops |
|---|---|
| IC_7490.JK1.q | 1 |
| IC_7490.JK2.q | 1 |
| IC_7490.JK3.q | 1 |
| IC_7490.SR1.q | 1 |
## worst max-delay path by stage
stage / from / endpoint / slack [ns] / cells after the start
6_report: IC_7490.JK2.q / Q[1] / -0.54 / 2
5_1_grt: IC_7490.SR1.q / Qbar[3] / -0.60 / 2
4_1_cts: IC_7490.JK2.q / Q[1] / -0.57 / 2
## final cells by class
| class | instances | area share, % |
|---|---|---|
| multi-input cells | 8 | 13.8 |
| repair buffers | 18 | 38.3 |
| flip-flops and latches | 4 | 24.5 |
| clock buffers | 3 | 5.52 |
| well taps | 46 | 14.1 |
| inverters | 4 | 3.68 |
## routing by layer
metal	global-route usage, %	up-vias
met4	0.704	0
met5	0	-
li1	-	93
met2	2.57	8
met1	2.01	79
met3	1.59	0
## what timing repair did
| action | 4_1_cts | 5_1_grt |
|---|---|---|
| cloned | 0 | 0 |
| setup buffers | 3 | 0 |
| resized | 20 | 1 |
| setup endpoints to repair | 6 | 6 |
| pin swaps | 3 | 1 |
## logic make-up after synthesis
logic type,count (synthesis),share of synthesized area (%)
compound gates,4,10.7
simple gates,4,10.7
flops,4,44.9
buf+inv,12,33.7
Power figures rest on the tool's default switching activity, not on a simulated workload.
