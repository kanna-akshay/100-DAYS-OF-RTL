==> flow/config.mk <==
export PLATFORM = sky130hd
export DESIGN_NAME = alu1
export DESIGN_NICKNAME = alu1
export VERILOG_FILES = /design/flow/design.v
export SDC_FILE = /design/flow/constraint.sdc
export NUM_CORES = 4
export LEC_CHECK = 1
export CORE_UTILIZATION = 30
==> flow/constraint.sdc <==
current_design alu1

set clk_period 267.1
set clk_io_pct 0.2

create_clock -name clk0 -period $clk_period

set non_clock_inputs [all_inputs -no_clocks]
set_input_delay [expr $clk_period * $clk_io_pct] -clock clk0 $non_clock_inputs
set_output_delay [expr $clk_period * $clk_io_pct] -clock clk0 [all_outputs]
==> flow/design.v <==
module alu1#(parameter wordsize=32,
            parameter sel_line_size=4)(
           input [wordsize-1:0]a,y,
           input [sel_line_size-1:0]alu_sel,
           output [wordsize-1:0]alu_out,
           output carryout);
      reg [wordsize-1:0]alu_result;
      wire [wordsize:0]tem;
      assign alu_out=alu_result;
      assign tem= a+y;
      assign carryout= tem[wordsize];
      always @(*)
      begin
       case(alu_sel)
          4'b0000: 
            alu_result=a+y;
          4'b0001: 
            alu_result=a-y;
          4'b0010: 
            alu_result=a*y;
          4'b0011: 
            alu_result=a/y;
          4'b0100: 
            alu_result=a<<1;
          4'b0101: 
            alu_result=a>>1;
          4'b0110: 
            alu_result={a[6:0],a[7]};
          4'b0111: 
            alu_result={a[0],a[7:1]};
          4'b1000: 
            alu_result= a & y;
          4'b1001: 
            alu_result= a | y;
          4'b1010: 
            alu_result= ~(a|y);
          4'b1011: 
            alu_result= ~(a&y);
          4'b1100: 
            alu_result = a ^ y;
          4'b1101: 
            alu_result =~(a^y);
          4'b1110: 
            alu_result = (a>y)?1:0;
          4'b1111: 
            alu_result= (a==y)?1:0;
           default: alu_result =a+y;
          endcase
       end
  endmodule
==> flow/run.sh <==
#!/bin/bash
# OpenROAD 26Q1-2900-gdf79404cd8, Yosys 0.63+post, stock flow scripts
make -C /OpenROAD-flow-scripts/flow DESIGN_CONFIG=/design/flow/config.mk WORK_HOME=/design/flow/orfs finish
==> job_summary.md <==
## Synthesis and layout report

| Metric | Value |
|---|---|
| Status | `finished clean` |
| Final Setup Violations | `0` |
| Post-placement cell area | `55000 sq um` |
| Arr. time, crit path | `139.31 ns` |
| RSZ-0062 raised after global routing | `no` |
| Iter 0 DRT Violations | `5183` |
| DRT antenna net count | `0` |
| P_leak | `25.6 nW` |
| Startpoint types | `input port` |
| Period minus WS final | `192.73 ns` |
| Vias in the first global route | `52.9k` |
| Initial DRT Pass Iterations | `7` |
| Yosys top cell by instances | `nand2_1` |
| # clk buffers | `0` |
| Crit path DRT | `213.68 ns` |
| Min-delay worst type | `in2out` |
| Top logic family | `adder cells` |
| Synth top area share | `18.4%` |
| Largest net degree at the start of global routing | `55` |
| Critical Path Most Common Cell | `ha_1` |
| Total die area | `171000 sq um` |
| Flop count | `0` |
| Top cells by count, synth | `nand2_1 (919), ha_1 (750), nor2_1 (717), inv_1 (688), a21oi_1 (573)` |
| Biggest area cells | `ha_1 (18%), fa_1 (16%), nand2_1 (6.8%)` |
| Layout cells sized above 1 | `5.20%` |
| Final Max Tran Viols | `0` |
| Worst-margin pin slew | `1.35 ns` |
| Critical Path End Type | `primary output` |
| Crit Path Class | `in2out` |
| Crit-path slowest cell | `a2111oi_0` |
| Yosys cell count | `7223` |
| Multiplexer share | `2.30%` |
| Hpwl dp | `201000 microns` |
| RD Place Congestion | `1.09` |
| Vias per cell | `5.90` |
| CTS resizes | `0` |
| IO Pins | `101` |
| Yosys simple share | `22.1%` |
| I/O Buffers | `101` |
| Starting Density | `30.3%` |
| Headroom to the max-slew limit | `7.59%` |
| Synth-to-Final Area Change | `8.11%` |
| Die X | `414 microns` |
| Register area | `0 sq um` |
| Gr ovfl total | `0` |
| Maximum VDD drop | `0.0406 mV` |
| Core Footprint | `168000 sq um` |
| Warnings, synthesis | `1` |
| XOR Share, Synth | `8.36%` |
| Initial antenna violation count | `13` |
| Sequential fraction of the synthesis area | `0%` |
| Post-CTS Setup Repair Bufs | `0` |
| Tool warnings | `100` |
| Setup TNS Final | `0 ns` |
| Critical path fanouts, max | `33` |
| Pwr dens | `11.8 nW/um^2` |
| Maximum clock frequency | `5.19 MHz` |
| Filler cell count | `18.0k` |
| Post-synthesis compound-gate area fraction | `25.0%` |
| First-pass GRT wire length | `368000 microns` |
| Distinct lib cells | `104` |
| Synthesis area per yosys | `50900 sq um` |
| Worst path max stage delay | `1.13 ns` |
| Post-DR wirelength/cell | `27.3 microns` |
| Mean post-synth cell area | `7.05 sq um` |
| Max-cap viol count | `0` |
| Number of cell rows | `150` |
| Via total after detailed routing | `55.5k` |
| Post-synth top area cell | `ha_1` |
| Hold slack | `108.10 ns` |
| Cells after Synth | `7223` |
| Drt total wl | `257000 microns` |
| Design Area, Final | `55000 sq um` |
| Residual DRC count | `0` |
| Adders+Majority by Area | `34.6%` |
| Final period util | `72.2%` |
| Overall Power | `0.652 mW` |
| Pre-CTS setup slack | `77.07 ns` |
| Mapped cell area | `50900 sq um` |
| Die Height | `414 microns` |
| Hold_buf cts | `0` |
| PnR worst setup slack | `74.37 ns` |
| Fin. Hold Viols | `0` |
| Gr usage total | `30.2%` |
==> stage by stage <==
| stage | util [%] | std cells |
|---|---|---|
| 6_report | 32.8 | 9407 |
| 3_3_place_gp | 32.8 | 9402 |
| 4_1_cts | 32.8 | 9402 |
| 5_1_grt | 32.8 | 9404 |
| 3_5_place_dp | 32.8 | 9402 |
| 2_1_floorplan | - | 7223 |
==> logic make-up after synthesis <==
family                     after synthesis
AOI/OAI and AO/OA                     1951
buffers and inverters                 1033
xor gates and xnor gates               486
adders and majority gates             1160
and+or+nand+nor                       2484
muxes                                  109
==> cells in the final DEF (no fill, tap or decap), drive strengths merged, types with 97 or more instances in the layout <==
cell,Yosys,routed
nand2,919,919
ha,750,750
nor2,717,717
inv,692,691
a21oi,574,574
fa,410,410
o21ai,373,373
xnor2,313,313
buf,49,211
xor2,173,173
nor3,163,163
nand3,156,156
a21o,137,137
o21a,117,117
clkdlybuf4s50,0,97
==> worst paths after layout <==
path | start | end | slack, ns | cells after the start
min | alu_sel[1] | alu_out[31] | 108.10 | 6
max | y[27] | alu_out[0] | 74.37 | 295
==> metal layers <==
| layer | wire (microns) | part of all wire (%) | global-route usage, % |
|---|---|---|---|
| met2 | 111000 | 43 | 45.7 |
| met5 | 276 | 0.11 | 0.890 |
| met3 | 28800 | 11 | 10.2 |
| met4 | 17400 | 6.8 | 15.8 |
| met1 | 99800 | 39 | 38.2 |
==> worst max-delay path, delay by kind of cell <==
kind,cells,cell delay [ns]
fa+ha+maj,31,10.18
mux,8,2.60
compound gates,149,43.44
simple gates,84,23.95
buf+inv,23,5.43
==> power by group <==
group | switching (mW) | internal [mW]
Combinational | 0.399 | 0.253
Sequential | 0 | 0
Clock | 0 | 0.000000000756
Total | 0.399 | 0.253
==> area by class of cell <==
type | instances | area, sq um | area share, %
Timing Repair Buffer | 308 | 2560 | 4.65
Tap cell | 2204 | 2760 | 5.01
Inverter | 700 | 2630 | 4.78
Multi-Input combinational cell | 6190 | 47100 | 85.5
Antenna cell | 5 | 12.5 | 0.0227
Power is estimated from default activity; no workload was simulated.
